==> ./design.v <==
module snes_dejitter(
    input MCLK_XTAL_i,  
    input MCLK_EXT_i,   
    input MCLK_SEL_i,   
    input CSYNC_i,
    output MCLK_XTAL_o,
    output GCLK_o,
    output CSYNC_o,
    output reg SC_o
);
wire mclk_ntsc = MCLK_XTAL_i;
wire mclk_ntsc_dejitter = mclk_ntsc & gclk_en;
wire mclk_pal = MCLK_EXT_i;
assign GCLK_o = MCLK_SEL_i ? mclk_pal : mclk_ntsc_dejitter;
assign CSYNC_o = MCLK_SEL_i ? CSYNC_i : csync_dejitter;
assign MCLK_XTAL_o = ~MCLK_XTAL_i;
reg [10:0] h_cnt;
reg [2:0] g_cyc;
reg csync_prev;
reg csync_dejitter;
reg gclk_en;
reg [1:0] sc_ctr;
always @(posedge mclk_ntsc) begin
    if ((h_cnt >= 1024) && (csync_prev==1'b1) && (CSYNC_i==1'b0)) begin
        h_cnt <= 0;
        if (h_cnt == 340*4-1)
            g_cyc <= 4;
        else
            csync_dejitter <= CSYNC_i;
    end else begin
        h_cnt <= h_cnt + 1'b1;
        if (g_cyc > 0)
            g_cyc <= g_cyc - 1'b1;
        if (g_cyc <= 1)
            csync_dejitter <= CSYNC_i;
    end
    csync_prev <= CSYNC_i;
end
always @(posedge mclk_ntsc) begin
    if (sc_ctr == 2'h2) begin
        sc_ctr <= 2'h0;
        SC_o <= ~SC_o;
    end else begin
        sc_ctr <= sc_ctr + 2'h1;
    end
end
always @(negedge mclk_ntsc) begin
    gclk_en <= (g_cyc == 0);
end
endmodule
==> ./run.sh <==
#!/bin/bash
# OpenROAD 26Q1-2900-gdf79404cd8, Yosys 0.63+post, stock flow scripts
make -C /OpenROAD-flow-scripts/flow DESIGN_CONFIG=/design/flow/config.mk WORK_HOME=/design/flow/orfs finish
==> ./config.mk <==
export PLATFORM = sky130hd
export DESIGN_NAME = snes_dejitter
export DESIGN_NICKNAME = snes_dejitter
export VERILOG_FILES = /design/flow/design.v
export SDC_FILE = /design/flow/constraint.sdc
export NUM_CORES = 4
export LEC_CHECK = 1
export CORE_AREA = 10 10 85 85
export DIE_AREA = 0 0 95 95
==> ./constraint.sdc <==
current_design snes_dejitter

set clk_period 1.9
set clk_io_pct 0.2

create_clock -name clk0 -period $clk_period [get_ports {MCLK_XTAL_i}]

set non_clock_inputs [all_inputs -no_clocks]
set_input_delay [expr $clk_period * $clk_io_pct] -clock clk0 $non_clock_inputs
set_output_delay [expr $clk_period * $clk_io_pct] -clock clk0 [all_outputs]
==> results.yml <==
# synthesis and place-and-route metrics
floorplanning:
  die_w_um: 95
  die_h_um: 95
  rows: 27
  ios: 8
  die-area_mm2: 0.00903
  fp_util: 0.158
  coreArea_mm2: 0.00547
global_route:
  antenna_found_initial: 0
  grt_max_degree: 13
  grt_overflow_total: 0
  grt_pass1_vias: 621
  grt_pass1_wl_um: 2570
  grt_use_total: 0.0346
setup_path:
  crit_arrival_ns: 1.69
  start_kind: "flip-flop"
  end_kind: "output port"
  crit_type: "flip-flop to output port"
  required_ns: 1.52
  worst-path-max-fanout: 1
pwr:
  p_leak_nw: 0.415
  clkPwrFrac: 0.260
  seq_power_share: 0.482
  combPwrFrac: 0.258
  power_density_mw_per_mm2: 1300
  p_switching_mw: 0.440
  p_int_mw: 0.998
  vdd_drop_max_v: 0.000309
  switching_share: 0.306
  power_mw: 1.44
final_timing:
  tightestPinTransition_ns: 0.325
  hold_ws_ns: 0.411
  max-slew-margin-rel: 0.781
  finalSetupViolations: 2
  rsz0062_at_grt: "true"
  drv_slew: 0
  hold_viol_final: 0
  layout_setup_ws_ns: -0.175
  fin_worst_skew_ns: 0.163
synthesis:
  common_cells: "dfxtp_1, nor2_1, inv_1"
  area_leaders: "dfxtp_1, edfxtp_1, ha_1"
  top_area_frac: 0.346
  netlist_area_um2: 867
  synthArstFlopShare: 0
  edf_count: 5
  postSynthCellCount: 87
  ys_cells: 87
  postSynthSeqShare: 0.519
  ys.flop_type: "dfxtp_1"
  netlist.top_cell.by_instances: "dfxtp_1"
  top_area_cell: "dfxtp_1"
  ys_warn_count: 1
  ys_area_um2: 867
  synth_area_per_cell_um2: 9.97
  ys.flops: 20
  synth_cell_types: 28
clock_network:
  cts_tree: "done"
  postCtsSetupBuffers: 0
  insertion_delay_ns: 0.30
  ctsHoldBuffers: 0
  clk_pin_slew_ns: 0.07
detailed_routing:
  first_pass_iters: 4
  drc_errors: 0
  vias: 641
  wire_per_inst_um: 8.11
  totalWireLength_um: 1420
  antenna_cells: 0
  via_per_inst: 3.66
  ant_nets: 0
  drt_iter0_drc: 25
placed_design:
  portBuffers: 7
  dp.cells: 169
  dp_hpwl_um: 1030
  gp_congestion: 0.754
flow_run:
  drv_cap: 0
  warnings: 32
final_layout:
  drive_gt1_frac: 0.136
  regArea_um2: 450
  layoutNonFillerInstCount: 175
  logic_area_um2: 383
  n_fill_cell: 614
  area_growth_syn_to_layout_pct: 27.8
hold_path:
  holdCritPathClass: "flip-flop to flip-flop"
status:
  status: "complete, but fails checks"
  violations: "setup timing"
-- worst paths after layout --
path	depth (start not counted)	startpoint	slack, ns	end
worst max-delay path	3	gclk_en	-0.17	GCLK_o
worst min-delay path	1	sc_ctr[0]	0.41	sc_ctr[0]
worst max register to register	3	g_cyc[1]	0.12	gclk_en
worst min register to register	1	sc_ctr[0]	0.41	sc_ctr[0]
-- registers in the layout, summed over array words and instances, names as in the netlist --
name and count:
SC_o 1, csync_dejitter 1, csync_prev 1, g_cyc 3, gclk_en 1, h_cnt 11, sc_ctr 2
-- cells in the final DEF (no fill, tap or decap) --
master / n
mux2i_1: 1
nor3b_1: 1
and3_2: 1
edfxtp_1: 5
mux2_2: 1
nand3b_1: 1
nor2b_1: 1
and4_1: 1
buf_4: 4
o21a_1: 1
o31ai_1: 3
xor2_1: 1
or4_1: 3
nand2_1: 7
clkbuf_8: 4
a21oi_1: 5
dfxtp_1: 15
buf_2: 1
nand3_2: 2
or3_2: 1
o22ai_1: 1
nor4_1: 2
xnor2_1: 3
nand3_1: 1
ha_1: 5
dlygate4sd2_1: 2
or3_1: 1
inv_1: 9
o21ai_1: 1
nor2_1: 9
and2_1: 1
clkinv_1: 1
o21ai_0: 4
clkdlybuf4s50_1: 4
-- stage by stage --
step	cell area, um^2	utilization	setup WS (ns)	setup TNS, ns
floorplan	867	-	0.105	0
global placement	1050	0.193	-0.342	-0.424
detailed placement	1050	0.193	-0.342	-0.422
CTS	1110	0.203	-0.202	-0.202
global route	1110	0.203	-0.262	-0.262
finish	1110	0.203	-0.175	-0.175
-- layout make-up --
type                       count  area share
clock buffer                   6      0.0621
multi-input combinational     58       0.345
clock inverter                 3      0.0102
timing repair buffer           9      0.0711
sequential                    20       0.406
inverter                       7      0.0237
tap                           72      0.0813
-- power groups by stage --
stage / Clock (mW) / Combinational [mW] / Sequential, mW
6_report: 0.374 / 0.371 / 0.694
5_1_grt: 0.419 / 0.442 / 0.714
4_1_cts: 0.397 / 0.376 / 0.696
-- kinds of logic (layout without fill, tap and decap cells) --
family,count (synthesis),in the layout,share of synthesized area
fa+ha+maj,5,5,0.0722
xor+xnor,4,4,0.0404
compound gates,15,15,0.0996
flops,20,20,0.519
buf+inv,9,25,0.0390
simple gates,32,32,0.205
mux,2,2,0.0245
-- critical path: stages, from the launching register on --
cell     delay (ns)
dfxtp_1        0.29
nand2_1        0.05
o21ai_1        0.10
buf_2          0.10
-- per-layer routing --
metal	GRT usage	part of all wire	vias to the layer above
met4	0.0137	0.021	0
met5	0	0	-
met1	0.0457	0.49	292
li1	-	-	337
met2	0.0521	0.45	9
met3	0.0104	0.039	3
-- timing repair --
item                       4_1_cts  5_1_grt
pin swaps                        0        0
resized                          6        0
setup endpoints to repair        4        2
Power and IR drop assume default switching activity.
